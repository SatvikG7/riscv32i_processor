<file path="flow/config.mk">
export PLATFORM = sky130hd
export DESIGN_NAME = alu
export DESIGN_NICKNAME = alu
export VERILOG_FILES = /design/flow/design.v
export SDC_FILE = /design/flow/constraint.sdc
export NUM_CORES = 4
export LEC_CHECK = 1
export CORE_UTILIZATION = 50
</file>
<file path="flow/constraint.sdc">
current_design alu

set clk_period 23.8
set clk_io_pct 0.2

create_clock -name clk0 -period $clk_period

set non_clock_inputs [all_inputs -no_clocks]
set_input_delay [expr $clk_period * $clk_io_pct] -clock clk0 $non_clock_inputs
set_output_delay [expr $clk_period * $clk_io_pct] -clock clk0 [all_outputs]
</file>
<file path="flow/design.v">
module alu (
    input  logic [31:0] a,          
    input  logic [31:0] b,          
    input  logic [3:0]  alu_control,  
    output logic [31:0] result,     
    output logic        zero        
);
    always_comb begin
        case (alu_control)
            4'b000: result = a + b;                          
            4'b001: result = a - b;                          
            4'b010: result = a & b;                          
            4'b011: result = a | b;                          
            4'b100: result = a ^ b;                          
            4'b101: result = a << b[4:0];                    
            4'b110: result = a >> b[4:0];                    
            4'b111: result = $signed(a) >>> b[4:0];          
            default: result = 32'b0;
        endcase
    end
    assign zero = (result == 0);
endmodule
</file>
<file path="flow/run.sh">
#!/bin/bash
# OpenROAD 26Q1-2900-gdf79404cd8, Yosys 0.63+post, stock flow scripts
make -C /OpenROAD-flow-scripts/flow DESIGN_CONFIG=/design/flow/config.mk WORK_HOME=/design/flow/orfs finish
</file>
==> Changelog: implementation <==
### Physical design

- Status: complete, no violations
- Vias in the first global route: 9404
- Post-Place Setup Slack: 7.84 ns
- GRT Residual Overflow: 0
- GRT Util Overall: 45.6%
- Horiz. Die Dim: 134 um
- Post CTS Setup Buffer Count: 0
- Synth Seq Share: 0%
- P_leak: 3.99 nW
- Layout clock buffers: 0
- Sw frac: 59.4%
- RSZ-0062 raised after global routing: no
- Internal power: 0.0000984 W
- Syn Area/Cell: 7.15 um2
- Mapped Cells: 1215
- Synth cell types: 86
- Final hold vios: 0
- CTS hold repair buffers: 0
- Final setup viols: 0
- PortBufs: 101
- Chip Area: 0.0179 mm2
- Slew HR: 43.3%
- Layout cells sized above 1: 10.0%
- Drt via density: 7.15
- Final min period: 16.14 ns
- Max-area cell share: 14.0%
- TNS Setup: 0 ns
- Hold Slack: 10.71 ns
- Top cells by area: ha_1 14%, mux4_2 8.0%, mux2i_1 7.4%
- Hold Path Class: primary input to output port
- Final slew viol count: 0
- GP Congestion: 1.09
- Tightest Pin Transition: 0.841 ns
- Worst path required time: 19.04 ns
- Most numerous logic cell after layout: nor2_1
- CTS resizes: 0
- Design Power: 0.000242 W
- Routed WL per cell: 27.1 um
- Hold path startpoint: b[2]
- HPWL after detailed placement: 31300 um
- Storage cell area: 0 um2
- Via count of the routed design: 10600
- Crit. End Element: output port
- Period utilisation layout: 67.8%
- Non-Filler Instances: 1477
- Max-cap viol count: 0
- # Cells Yosys: 1215
- Core Region: 0.0168 mm2
- Largest net degree at the start of global routing: 59
- Seq_cells: 0
- Global-route wire length before repair: 59600 um
- Top-Level Pins: 101
- Post-Syn Area: 0.00868 mm2
- Post-Route WL: 40100 um
- Area grow syn2layout: 12.1%
- Worst setup margin: 7.66 ns
- F_max: 62.0 MHz
- Hold EP: result[1]
- DRT Pass-1 Iters: 6
- Net Sw Power: 0.000144 W
- DRC Markers: 0
- Hold Path Stages: 5
- Tool Warnings: 67
- Commonest cells after routing, fill and taps aside: 120 x nor2_1, 100 x nand2_1, 97 x ha_1, 97 x clkdlybuf4s50_1, 86 x a21oi_1
- Row cnt: 47
- Initial Utilization: 51.8%
- CP Class: primary input to output port
- Initial DRC Count: 1350
- Dpl cells: 1476
- Crit-path max FO: 23
- Maximum VDD drop: 25.7 uV
- Die Height: 134 um
- Yosys top cell by area: ha_1
- Yosys warnings: 1
- Yosys stat chip area: 0.00868 mm2
- Power density cells: 24.9 mW/mm2
- Worst EP arrival: 11.38 ns
- Final ANT Viol Nets: 0
- Startpoint Class: primary input
- Antenna violations before repair: 0
-- cell type report --
type / instances / area (um2)
antenna: 1 / 2.50
fill: 1616 / 7020
inverter: 80 / 300
multi-input combinational: 1046 / 7950
tap: 220 / 275
timing repair buffer: 130 / 1210
-- worst max path at each step --
stage | start | to | slack (ns) | cells after the start
after CTS | alu_control[1] | zero | 7.81 | 19
final | alu_control[1] | zero | 7.66 | 19
after global routing | alu_control[3] | zero | 7.40 | 19
-- metrics by stage --
| stage | area, um2 | util (%) |
|---|---|---|
| detailed placement | 9740 | 58.1 |
| global route | 9740 | 58.1 |
| floorplan | 8680 | - |
| finish | 9740 | 58.1 |
| global placement | 9740 | 58.1 |
| CTS | 9740 | 58.1 |
-- routing by layer --
layer	vias up	GRT usage (%)	share of wire (%)
met2	833	66.4	42
met3	141	11.3	13
met5	-	0	0
met1	4877	63.8	39
met4	0	21.1	5.8
li1	4707	-	-
-- Yosys cell counts, types with 6 or more instances --
cell,instances
a21oi_1,86
o21a_1,10
o221ai_1,15
and2_1,11
nor4_1,8
mux2_2,31
nand3_1,24
mux2i_1,64
a221oi_1,15
nor2b_1,10
o21ai_0,73
o22ai_1,26
o211ai_1,15
o31ai_1,12
inv_1,76
or2_2,7
xnor2_1,42
a31oi_1,18
nand2b_1,12
clkbuf_1,48
nor3_1,26
or3_1,11
buf_2,21
ha_1,97
o2111ai_1,6
nand2_1,100
mux4_2,31
nor2_1,120
a21o_1,11
buf_1,8
a22oi_1,15
o31a_1,7
nand4_1,13
o311ai_0,7
a211oi_1,10
a211o_1,8
-- logic make-up after synthesis --
kind of cell    synth area share, %
mux                            20.9
buf+inv                        8.74
simple gates                   21.0
compound gates                 30.4
fa+ha+maj                      14.2
xor+xnor                       4.74
-- worst max-delay path, cell delays in order --
cell and delay (ns):
clkdlybuf4s50_1 0.76, nor3_2 0.65, buf_4 0.40, and2_1 0.62, nor2_1 0.14, xnor2_1 0.16
ha_1 0.39, nor2_1 0.08, a211oi_1 0.40, o21a_1 0.27, nor2_1 0.11, xnor2_1 0.19
a211o_1 0.39, nor4_1 0.67, nand4b_1 0.24, nor4b_2 0.35, nand2_1 0.12, nor3_2 0.16
clkdlybuf4s50_1 0.50
-- power groups by stage --
stage | Sequential [W] | Clock [W] | Combinational [W]
4_1_cts | 0 | 0 | 0.000234
5_1_grt | 0 | 0 | 0.000258
No activity file was given, so power comes from the tool's default toggle rates.
