File: ./config.mk
export PLATFORM = sky130hd
export DESIGN_NAME = wb
export DESIGN_NICKNAME = wb
export VERILOG_FILES = /design/flow/design.v
export SDC_FILE = /design/flow/constraint.sdc
export NUM_CORES = 4
export LEC_CHECK = 1
export CORE_AREA = 10 10 70 70
export DIE_AREA = 0 0 80 80
File: ./run.sh
#!/bin/bash
# OpenROAD 26Q1-2900-gdf79404cd8, Yosys 0.63+post, stock flow scripts
make -C /OpenROAD-flow-scripts/flow DESIGN_CONFIG=/design/flow/config.mk WORK_HOME=/design/flow/orfs finish
File: ./design.v
module wb (
    input  logic [1:0]   result_src,    
    input  logic [31:0]  alu_result,    
    input  logic [31:0]  mem_data,      
    input  logic [31:0]  pc_plus4,      
    output logic [31:0]  rd_data        
);
    always_comb begin
        case (result_src)
            2'b00: rd_data = alu_result;
            2'b01: rd_data = mem_data;
            2'b10: rd_data = pc_plus4;
            default: rd_data = 32'b0;
        endcase
    end
endmodule
File: ./constraint.sdc
current_design wb

set clk_period 4.6
set clk_io_pct 0.2

create_clock -name clk0 -period $clk_period

set non_clock_inputs [all_inputs -no_clocks]
set_input_delay [expr $clk_period * $clk_io_pct] -clock clk0 $non_clock_inputs
set_output_delay [expr $clk_period * $clk_io_pct] -clock clk0 [all_outputs]
==> run summary <==
Fraction of final layout cells sized beyond drive strength 1 - 0.07576
Final wirelength - 4602 um
Min cycle time layout - 3.722 ns
Post-route DRC - 0
Top cell excl fill/tap - sky130_fd_sc_hd__clkdlybuf4s50_1
Core Region - 0.003416 mm2
Average vias per placed instance - 4.471
FMAX - 268.6 MHz
Rows - 21
Switching power - 0.04730 mW
Number of inserted diodes - 0
Overall power after layout - 0.1847 mW
Cell type with the largest total area - sky130_fd_sc_hd__mux2i_1
Area taken by flip-flops and latches - 0 um2
Relative contribution of combinational cells to total power - 1.000
Gp weighted congestion - 0.8311
Launching element type of the critical path - input pin
Pleak - 0.7848 nW
Post-placement setup slack - 0.8538 ns
Yosys Instances - 77
Number of warnings in the stage logs - 33
Setup TNS Final - 0 ns
Part of the power in the clock network - 0
Final setup violation count - 0
Fraction of met3 tracks used by global routing - 0.04205
Synthesis-to-layout area growth - 160.9%
Worst-case vdd ir drop - 0.00004262 V
Number of global-route vias before repair - 1165
Total standard cell area after synthesis - 787.0 um2
Remaining Overflow, GRT - 0
I/O pin total - 130
Top-area cell type share of the netlist area - 0.4070
Transition at the pin with the smallest max-transition slack - 0.5404 ns
Number of detailed-routing iterations run before antenna repair - 2
Rel. slew slack - 0.6390
Largest driver fanout on the critical path - 23
Met2 global-route usage - 0.2368
Worst hold slack - 2.757 ns
GRT Overall Usage - 0.1286
Final-report max-slew violation count - 0
Horizontal die dimension - 80 um
Routed via count - 1091
Chip area in the Yosys report - 787.0 um2
Part of the cycle the worst path needs - 0.8092
First-pass GRT wire length - 6513 um
Run status - complete, no violations
Most area-consuming cells after synthesis - sky130_fd_sc_hd__mux2i_1 41%, sky130_fd_sc_hd__o2bb2ai_1 24%, sky130_fd_sc_hd__o2bb2ai_2 19%
Start-to-end type of the worst setup path - in -> out
Arrival time at the worst endpoint - 2.80 ns
Number of buffers added for setup after CTS - 0
IO Port Bufs - 130
Floorplan die area - 0.006400 mm2
Net switching share of the total power - 0.2560
Hold/Removal Path Class - in -> out
Detail-routed net length per standard cell - 18.86 um
Distinct lib cells - 8
Busiest grt layer - met2
DPL Wire Length - 4078 um
Post-cts hold buffer count - 0
Cells after Synth - 77
Worst path setup slack after routing - 0.8775 ns
Init Core Util - 0.2304
Maximum number of pins on one net before global-route repair - 33
RSZ-0062 raised after global routing - false
Number of fill cells - 287
CLK BUF - 0
Total count of hold-check failures in the final report - 0
Total number of sequential cells - 0
Seq/Total Area, Yosys - 0
Synth Warn # - 1
ANT nets after route - 0
Post-cts sizing count - 0
Met1 Track Usage GR - 0.1483
Syn avg cell area - 10.22 um2
Worst EP required - 3.68 ns
Die Span Y - 80 um
Number of max-capacitance violations reported - 0
Register share of total power - 0
Most frequent logic cells in the routed design - 129 x sky130_fd_sc_hd__clkdlybuf4s50_1, 32 x sky130_fd_sc_hd__mux2i_1, 22 x sky130_fd_sc_hd__o2bb2ai_1, 10 x sky130_fd_sc_hd__o2bb2ai_2, 3 x sky130_fd_sc_hd__buf_4
Starting DRT DRC Count - 31
P_int - 0.1374 mW
Initial antenna violation count - 0
Power density normalized to cell area - 89.98 mW/mm2
Category of the worst setup path capture point - primary output
## worst max-delay path: stages
cell and delay, ns:
sky130_fd_sc_hd__clkdlybuf4s50_1 0.47, sky130_fd_sc_hd__nor2b_4 0.49, sky130_fd_sc_hd__buf_4 0.30, sky130_fd_sc_hd__o2bb2ai_2 0.12, sky130_fd_sc_hd__clkdlybuf4s50_1 0.50
## logic make-up after synthesis
kind of cell / count (synthesis) / synth area share
multiplexers: 32 / 0.4070
buffers and inverters: 12 / 0.1399
AND/OR/NAND/NOR: 1 / 0.01748
AND-OR/OR-AND: 32 / 0.4356
## Yosys cell counts
cell type / number
sky130_fd_sc_hd__mux2i_1: 32
sky130_fd_sc_hd__o2bb2ai_1: 22
sky130_fd_sc_hd__o2bb2ai_2: 10
sky130_fd_sc_hd__buf_6: 8
sky130_fd_sc_hd__clkbuf_1: 2
sky130_fd_sc_hd__buf_2: 1
sky130_fd_sc_hd__buf_4: 1
sky130_fd_sc_hd__nor2b_4: 1
## cell type report
| cell class | instances | area (um2) | share of cell area |
|---|---|---|---|
| Tap cell | 46 | 57.56 | 0.02803 |
| Timing Repair Buffer | 133 | 1319 | 0.6423 |
| Multi-Input combinational cell | 65 | 676.9 | 0.3297 |
## through the flow
step	cells	area [um2]	utilization
5_1_grt	244	2053	0.6011
2_1_floorplan	77	787.0	-
3_3_place_gp	244	2053	0.6011
6_report	244	2053	0.6011
4_1_cts	244	2053	0.6011
3_5_place_dp	244	2053	0.6011
## path summary, 6_finish.rpt
kind	cells past startpoint	slack (ns)	startpoint	end
max	5	0.88	result_src[0]	rd_data[3]
min	3	2.76	mem_data[20]	rd_data[20]
## routing by layer
metal | part of all wire | vias to the layer above
li1 | - | 562
met1 | 0.39 | 461
met2 | 0.51 | 68
met3 | 0.11 | 0
met4 | 0 | 0
met5 | 0 | -
## power groups by stage
stage     Clock [mW]  Sequential, mW  Combinational, mW
6_report           0               0              0.185
5_1_grt            0               0              0.199
4_1_cts            0               0              0.188
No activity file was given, so power comes from the tool's default toggle rates.
